==> run.sh <==
#!/bin/bash
# OpenROAD 26Q1-2900-gdf79404cd8, Yosys 0.63+post, stock flow scripts
make -C /OpenROAD-flow-scripts/flow DESIGN_CONFIG=/design/flow/config.mk WORK_HOME=/design/flow/orfs finish
==> constraint.sdc <==
current_design Data_Memory

set clk_period 26.7
set clk_io_pct 0.2

create_clock -name clk0 -period $clk_period [get_ports {clk}]

set non_clock_inputs [all_inputs -no_clocks]
set_input_delay [expr $clk_period * $clk_io_pct] -clock clk0 $non_clock_inputs
set_output_delay [expr $clk_period * $clk_io_pct] -clock clk0 [all_outputs]
==> config.mk <==
export PLATFORM = sky130hd
export DESIGN_NAME = Data_Memory
export DESIGN_NICKNAME = Data_Memory
export VERILOG_FILES = /design/flow/design.v
export SDC_FILE = /design/flow/constraint.sdc
export NUM_CORES = 4
export LEC_CHECK = 1
export CORE_UTILIZATION = 30
==> design.v <==
`timescale 1ns / 1ps
module Data_Memory(clk,en_drd,en_dwr,mem_addr,mem_din,mem_dout);
  input clk;
    input en_drd;                
    input en_dwr;                
    input [7:0]mem_addr;         
    input [7:0]mem_din;          
    output reg [7:0]mem_dout;    
reg [7:0]data_mem[0:255];
always@(posedge clk)
begin
    if(en_drd)
    begin
      mem_dout <= data_mem[mem_addr];
    end
    if(en_dwr)
    begin
        data_mem[mem_addr] <= mem_din;
    end
end
endmodule
==> run summary <==
DP HPWL: 112000 µm
Max Slew Vio Count: 0
Top cells excl fill/tap: 2056 x edfxtp_1, 512 x mux4_2, 256 x a22oi_1
TNS Setup: 0 ns
CP arrival: 10.78 ns
Final Hold Vio Count: 0
dpl cell area: 83700 µm²
yosys stat area: 78600 µm²
Mapped Area: 78600 µm²
crit path max fanout: 54
chip width: 514 µm
Post-synth seq share: 78.6%
Placer Congestion: 0.865
Post-CTS Resized: 0
Ys Warns: 1
Clock Tree Root: clkbuf_16
largest net degree at the start of global routing: 138
yosys stat cell total: 3547
Yosys reg bits: 2056
Die Size: 264000 µm²
Clk Latency, worst-skew pair: 0.85 ns
Layout area overhead: 14.7%
Hold Crit Class: flip-flop to flip-flop
initial drt markers: 2529
largest area contributor in the netlist: edfxtp_1
Max-Cap Viols: 0
RSZ-0062 raised after global routing: false
initial antenna violation count: 7
FP Util: 30.2%
Setup Viol. Count Final: 0
TritonCTS buffer count: 206
clock transition at the registers of the reported paths: 0.06 ns
Post-CTS Setup Bufs: 0
startpoint types: input pin
first-pass GRT wire length: 281000 µm
Via density: 5.01
post-synth top area share: 78.6%
Die H: 514 µm
Rows: 187
clk buf depth: 3
Routed Antenna Nets: 0
Fmax: 0.0976 GHz
DRC: 0
Finished Cell Area: 90100 µm²
Core Area: 260000 µm²
Layout Skew: 0.0523 ns
vias in the first global route: 41200
pwr dens: 73.1 nW/µm²
H-tree depth: 4
final worst path period share: 38.4%
CP endpoint kind: flip-flop
drt wl/cell: 25.7 µm
Worst-Margin Slew: 1.19 ns
layout cell share with drive strength beyond 1: 25.6%
Unique masters post-synth: 21
Log Warnings: 35
top cells by area: edfxtp_1 79%, mux4_2 15%, a22oi_1 2.4%
min Tclk post-route: 10.25 ns
LEAKAGE: 26.8 nW
Avg Cell Area, Syn: 22.2 µm²
gr usage total: 15.7%
DRT Wirelength: 190000 µm
Via Count: 37100
Req. time, crit path: 27.23 ns
Max VDD drop: 0.0000611 V
GRT Residual Overflow: 0
I/O Buffers: 26
# IOs: 27
Post-Synthesis Cells: 3547
Crit Path Class: input pin to flip-flop
Pre-antenna DRT Iters: 5
TritonCTS clock tree: done
Hold-fix buffers, CTS: 0
Top cell excl fill/tap: edfxtp_1
Power Total: 6.59 mW
Fill cells: 23600
clk sink count: 2056
outcome: finished clean
slew margin rel.: 19.3%
[cells in the mapped netlist, drive strengths merged]
library cell,n
a21oi,128
a22oi,256
and2,3
buf,87
clkbuf,145
edfxtp,2056
inv,1
mux4,512
nand2,28
nand2b,6
nand3,13
nand4,8
nor2,232
nor2b,7
nor3,30
o41ai,32
or2,2
or3,1
[report_power, final]
group	internal (mW)	switching, mW	leakage (nW)	total, mW
combinational	0.101	0.192	5.26	0.294
sequential	3.56	0.00195	18.5	3.56
clock	1.52	1.21	3.11	2.73
total	5.18	1.40	26.8	6.59
[cells by family (layout without fill, tap and decap cells)]
group                  count (synthesis)  in the layout  synth area share (%)
AND-OR/OR-AND                        416            416                  3.62
other                                  0              9                     0
buffers and inverters                233            582                  1.40
multiplexers                         512            512                  14.7
AND/OR/NAND/NOR                      330            330                  1.73
flip-flops                          2056           2056                  78.6
[area by class of cell]
cell class | instances | area, µm² | area share [%]
Clock inverter | 126 | 1090 | 1.21
Tap cell | 3496 | 4370 | 4.86
Inverter | 1 | 3.75 | 0.00417
Timing Repair Buffer | 213 | 1760 | 1.96
Sequential cell | 2056 | 61700 | 68.5
Multi-Input combinational cell | 1258 | 15800 | 17.5
Clock buffer | 242 | 5290 | 5.87
Antenna cell | 9 | 22.5 | 0.0250
[critical path, cell delays in order]
cell	delay (ns)
buf_8	0.48
buf_4	0.61
buf_4	0.60
buf_4	0.57
buf_4	0.64
mux4_2	0.60
a22oi_1	0.38
a21oi_1	0.19
o41ai_1	1.07
nand4_1	0.18
[path summary, 6_finish.rpt]
check	to	from	slack, ns	cells after the start
max	mem_dout[6]$_DFFE_PP_	mem_addr[0]	16.45	10
max reg2reg	mem_dout[6]$_DFFE_PP_	data_mem[107][6]$_DFFE_PP_	23.63	6
min	mem_dout[7]$_DFFE_PP_	data_mem[175][7]$_DFFE_PP_	1.09	5
min reg2reg	mem_dout[7]$_DFFE_PP_	data_mem[175][7]$_DFFE_PP_	1.09	5
[per-layer routing]
metal | global-route usage [%] | routed length, µm
met5 | 0.877 | 228
met3 | 11.7 | 30000
met4 | 4.22 | 5550
met2 | 23.6 | 91500
met1 | 17.6 | 63000
[flip-flops by register name, summed over array words and instances, names as in the netlist]
signal / cells
mem_dout: 8
data_mem: 2048
[stage by stage]
| step | setup WS (ns) | cells | hold WS [ns] | utilization [%] |
|---|---|---|---|---|
| final | 16.45 | 7401 | 1.09 | 34.7 |
| after detailed placement | 15.61 | 7024 | 1.08 | 32.2 |
| after floorplan | 19.14 | 3547 | 0.896 | - |
| after CTS | 16.52 | 7392 | 1.09 | 34.7 |
| after global placement | 15.56 | 7024 | 1.07 | 32.2 |
| after global routing | 15.97 | 7396 | 1.14 | 34.7 |
Power and IR drop assume default switching activity.
