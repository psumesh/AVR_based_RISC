**design/flow/design.v**
```verilog
module BCD( input      [7:0]Binary,
            output reg [3:0]Hundreds,
            output reg [3:0]Tens,
            output reg [3:0]Ones);
       integer i;
       always @(*) begin
             Hundreds = 0;
             Tens     = 0;
             Ones     = 0;
             for(i=7; i>=0; i=i-1) begin
                  if(Hundreds >= 5)
                      Hundreds=Hundreds+3;
                  if(Tens >= 5)
                     Tens=Tens+3;
                  if(Ones >= 5)
                     Ones=Ones+3;
                  Hundreds    = Hundreds << 1;
                  Hundreds[0] = Tens[3];
                  Tens        = Tens << 1;
                  Tens[0]     = Ones[3];
                  Ones        = Ones << 1;
                  Ones[0]     = Binary[i];
             end
       end
endmodule
```
**design/flow/run.sh**
```bash
#!/bin/bash
# OpenROAD 26Q1-2900-gdf79404cd8, Yosys 0.63+post, stock flow scripts
make -C /OpenROAD-flow-scripts/flow DESIGN_CONFIG=/design/flow/config.mk WORK_HOME=/design/flow/orfs finish
```
**design/flow/config.mk**
```make
export PLATFORM = sky130hd
export DESIGN_NAME = BCD
export DESIGN_NICKNAME = BCD
export VERILOG_FILES = /design/flow/design.v
export SDC_FILE = /design/flow/constraint.sdc
export NUM_CORES = 4
export LEC_CHECK = 1
export CORE_AREA = 10 10 70 70
export DIE_AREA = 0 0 80 80
```
**design/flow/constraint.sdc**
```tcl
current_design BCD

set clk_period 6.6
set clk_io_pct 0.2

create_clock -name clk0 -period $clk_period

set non_clock_inputs [all_inputs -no_clocks]
set_input_delay [expr $clk_period * $clk_io_pct] -clock clk0 $non_clock_inputs
set_output_delay [expr $clk_period * $clk_io_pct] -clock clk0 [all_outputs]
```
==> impl_metrics.py <==
# Auto-generated metrics
metrics = {
    "power": {
        "p_sw_mw": 0.152,
        "p_int_mw": 0.186,
        "combPwrFrac": 1.000,
        "power_mw": 0.338,
        "p_clk_frac": 0,
        "p_leak_nw": 0.792,
        "p_per_area_mw_per_mm2": 188,
        "ir_drop_uv": 56.8,
        "switching_share": 0.451,
        "p_seq_frac": 0,
    },
    "die": {
        "die_height_um": 80,
        "row_count": 21,
        "ios": 20,
        "die_width_um": 80,
        "coreArea_mm2": 0.00342,
        "fp_util": 0.279,
        "die_area_mm2": 0.00640,
    },
    "final_timing": {
        "setup_viol": 0,
        "max_freq_ghz": 0.155,
        "period_needed_ns": 6.47,
        "finalMaxSlewViolations": 0,
        "rsz0062_at_grt": "yes",
        "tightest_slew_ns": 0.617,
        "holdWs_ns": 2.64,
        "finalCritPeriodShare": 0.980,
        "relSlewSlack": 0.585,
        "hold_violations": 0,
    },
    "logic_synthesis": {
        "netlist_instances": 135,
        "mux_share": 0.0565,
        "yosysTopAreaCell": "ha_1",
        "yosys.area_share.aoi": 0.384,
        "yosysSeqAreaShare": 0,
        "ys_types": 60,
        "ys_top_cells_by_area": "ha_1 (12%), nor2_1 (5.5%), a21oi_1 (5.3%), mux2i_1 (4.2%), inv_1 (3.5%)",
        "ys_sh_xor": 0.0447,
        "logic_family": "AND-OR/OR-AND gates",
        "yosys.area_share.adder": 0.118,
        "syn_avg_cell_area_um2": 7.05,
        "yosys-stat-cells": 135,
        "ys_warn_count": 1,
        "top_cell_area_share": 0.118,
        "ys_sh_simple": 0.309,
        "netlist_area_um2": 952,
        "synth_chip_area_um2": 952,
    },
    "drt": {
        "route.detailed.drc": 0,
        "drtIter0Drc": 28,
        "dr_total_vias": 1217,
        "first_pass_iters": 4,
        "antenna_cells": 0,
        "final_antenna_net_count": 0,
        "vias_per_cell": 5.07,
        "wl_per_cell_um": 12.2,
        "wl_mm": 2.92,
    },
    "setup_path": {
        "cp_top_family": "AND-OR/OR-AND gates",
        "critical_path.max_stage_delay_ns": 0.43,
        "critPathLaunchType": "primary input",
        "path_buffers": 7,
        "critPathKind": "primary input to primary output",
        "cp_cell_sequence": "buf_6 > inv_4 > ha_4 > inv_2 > ha_4 > a21oi_4 > xnor2_2 > ha_2 > and2b_2 > or4_4 > o2111ai_4 > ha_2 > or2b_4 > buf_4 > o32a_4 > a21oi_4 > o32ai_4 > xnor2_2 > buf_4 > buf_6 > a21oi_2 > a31oi_1 > buf_2",
        "crit_slowest_cell": "or4_4",
        "path_max_fanout": 4,
        "cp.required_ns": 5.28,
        "worstSetupEndpointType": "primary output",
        "crit_arrival_ns": 5.15,
    },
    "clocking": {
        "hold_buffers": 0,
    },
    "cells_and_area": {
        "seqCellArea_um2": 0,
        "fill_cells": 294,
        "final_cells": 240,
        "clock_buffer_count": 0,
        "utilization": 0.525,
        "drive_gt1_frac": 0.541,
        "numSequentialCells": 0,
        "area_growth_syn_to_layout_pct": 88.4,
    },
    "global_routing": {
        "track_usage": 0.0839,
        "grt_pass1_wl_mm": 4.77,
        "grt_antenna_before_repair": 0,
        "grt_pass1_vias": 1100,
        "gr-total-overflow": 0,
        "grt_max_degree": 13,
    },
    "place": {
        "gp_congestion": 0.898,
        "hpwl_mm": 2.08,
        "dp.cells": 224,
        "port_buffers": 16,
    },
    "worst_hold_path": {
        "min_path_type": "primary input to primary output",
    },
    "job": {
        "cap_violations": 0,
        "warnings": 36,
    },
    "status": {
        "status": "finished, final reports clean",
    },
}
-- layer usage --
layer,global-route usage,vias to the layer above,part of all wire
met4,0,0,0
met1,0.122,561,0.53
met5,0,-,0
li1,-,633,-
met2,0.139,23,0.45
met3,0.00568,0,0.027
-- layout by cell type, fill, tap and decap left out, types with 3 or more instances in the layout --
cell type / instances
buf_4: 39
buf_6: 12
nor2_1: 9
inv_1: 6
a21oi_4: 5
a21oi_1: 5
o21ai_0: 5
o21ai_1: 5
nand2_1: 5
ha_2: 5
clkdlybuf4s50_1: 5
a21o_1: 4
mux2i_1: 4
dlygate4sd2_1: 4
xnor2_2: 3
nand4_1: 3
nor2_2: 3
ha_4: 3
clkbuf_2: 3
-- final timing paths --
check                      from      end  slack (ns)  depth (start not counted)
worst max-delay path  Binary[5]  Tens[1]        0.13                         23
worst min-delay path  Binary[0]  Ones[0]        2.64                          0
-- power by group through the flow --
stage         Clock (mW)  Sequential (mW)  Combinational, mW
CTS                    0                0              0.317
global route           0                0              0.370
finish                 0                0              0.338
-- area by class of cell --
type	instances	area (µm²)	share of cell area
multi-input combinational	120	1150	0.642
timing repair buffer	65	546	0.304
tap	46	57.6	0.0321
inverter	9	38.8	0.0216
-- what timing repair did --
| action | 4_1_cts | 5_1_grt |
|---|---|---|
| setup endpoints to repair | 9 | 8 |
| buffers inserted | 11 | 6 |
| gates resized | 70 | 25 |
| pin swaps | 27 | 17 |
-- synth_stat cells (all sizes together), types with 2 or more instances --
master	instances
a211oi	3
clkbuf	2
a21o	4
mux2i	5
nand2	7
nor2	14
nand3	4
nand2b	2
ha	9
nor3	4
or2	2
xnor2	4
buf	5
nand4	3
o32ai	2
a31oi	2
or3	3
o21ai	11
a22oi	2
inv	9
and3	2
a21oi	11
-- cells by family (layout without fill, tap and decap cells) --
logic type / Yosys count / in the layout
other cells: 1 / 2
mux: 5 / 5
buf+inv: 16 / 74
simple gates: 50 / 50
compound gates: 50 / 50
fa+ha+maj: 9 / 9
xor+xnor: 4 / 4
-- through the flow --
| stage | instance area, µm² | setup slack [ns] | setup TNS, ns |
|---|---|---|---|
| after floorplan | 956 | 0.193 | 0 |
| after global placement | 1380 | -0.652 | -4.46 |
| after detailed placement | 1380 | -0.838 | -5.65 |
| after CTS | 1700 | 0.000852 | 0 |
| after global routing | 1790 | -0.0429 | -0.0790 |
| final | 1790 | 0.132 | 0 |
Power is estimated from default activity; no workload was simulated.
