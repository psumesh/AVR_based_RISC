### /design/flow/run.sh
#!/bin/bash
# OpenROAD 26Q1-2900-gdf79404cd8, Yosys 0.63+post, stock flow scripts
make -C /OpenROAD-flow-scripts/flow DESIGN_CONFIG=/design/flow/config.mk WORK_HOME=/design/flow/orfs finish
### /design/flow/config.mk
export PLATFORM = sky130hd
export DESIGN_NAME = Register_File
export DESIGN_NICKNAME = Register_File
export VERILOG_FILES = /design/flow/design.v
export SDC_FILE = /design/flow/constraint.sdc
export NUM_CORES = 4
export LEC_CHECK = 1
export CORE_UTILIZATION = 50
### /design/flow/constraint.sdc
current_design Register_File

set clk_period 2.9
set clk_io_pct 0.2

create_clock -name clk0 -period $clk_period [get_ports {clk}]

set non_clock_inputs [all_inputs -no_clocks]
set_input_delay [expr $clk_period * $clk_io_pct] -clock clk0 $non_clock_inputs
set_output_delay [expr $clk_period * $clk_io_pct] -clock clk0 [all_outputs]
### /design/flow/design.v
`timescale 1ns / 1ps
module Register_File(clk, RA_addr, RD_addr, en_rd, en_WD, WD_addr, RA, RD, WD);
	input clk;
	input [4:0] RA_addr;         
	input [4:0] RD_addr;         
	input [4:0] WD_addr;         
	input [7:0] WD;              
	input en_rd;                 
	input en_WD;                 
	output reg [7:0] RD;         
	output reg [7:0] RA;         
	reg [7:0] register_file [31:0];	 
	reg [5:0] j;
	initial begin
		for(j=0; j<32; j=j+1)
		begin:loop
			register_file[j]=8'd0;	 
		end
	end
	always@(posedge clk)
	begin
		if(en_rd)
		begin
			RA <= register_file[RA_addr];	 
			RD <= register_file[RD_addr];	 
		end
		if(en_WD)
			register_file[WD_addr] <= WD;	 
	end
endmodule
==> reports/qor.log <==
[yosys] gate count after technology mapping 532
[outcome] run status finished clean
[yosys] total cells reported by yosys after synthesis 532
[final_timing] tightest slew margin relative to the limit 67.3%
[routing] router iterations before antenna repair 4
[layout] final instance count without filler cells 971
[layout] area taken by multi-input logic gates 0.00399 sq mm
[worst_setup_path] CP max FO 12
[worst_setup_path] start point of the critical path RA_addr[1]
[worst_setup_path] Worst Setup End Kind register
[power_and_ir_drop] total leakage power 0.00459 uW
[routing] total inserted antenna cells 0
[die] initial core utilization 50.9%
[yosys] most area-consuming cells after synthesis edfxtp_1 66%, mux4_2 29%, mux2_2 1.5%, nor2_1 1.0%, buf_4 0.73%
[global_routing] gr ovfl total 0
[layout] area of all sequential standard cells 0.00817 sq mm
[die] area of the die 0.0254 sq mm
[routing] vias 6152
[clocking] total setup buffers inserted after CTS 0
[power_and_ir_drop] largest voltage drop on the vdd net 0.385 mV
[clocking] # hold bufs at CTS 0
[yosys] count of warnings emitted by yosys 1
[yosys] Synth area leader edfxtp_1
[yosys] Yosys cell types 14
[power_and_ir_drop] sum of internal, switching and leakage power 8780 uW
[global_routing] combined global-route utilization of all metal layers 28.8%
[worst_setup_path] reg-to-reg critical path startpoint register_file[22][7]
[routing] Detailed Route Iter0 Violations 389
[routing] routed len/inst 31.4 um
[clocking] number of CTS-inserted buffers 29
[yosys] proportion of netlist area held by the largest area contributor 66.0%
[global_routing] maximum number of pins on one net before global-route repair 45
[global_routing] first-pass GRT wire length 45.7 mm
[job] Max Cap Violations 0
[final_timing] PnR worst setup slack 0.744 ns
[final_timing] highest clock frequency the design can meet 464 MHz
[global_routing] number of antenna violations at the first check in global routing 0
[yosys] synthesized area per cell 23.2 sq um
[layout] tally of filler cells in the layout 1690
[yosys] FF+latch count, synth 272
[hold_path] Hold Crit Start en_rd
[worst_setup_path] required time of the critical path 3.19 ns
[clocking] buffer type at the clock tree root clkbuf_16
[power_and_ir_drop] power per standard cell area 605 mW/mm^2
[final_timing] slew at the pin closest to its max-slew limit 0.489 ns
[clocking] Clock Sink Count 272
[layout] share of layout cells above drive strength 1 44.5%
[job] Log Warnings 25
[yosys] total standard cell area after synthesis 0.0124 sq mm
[clocking] worst skew pair latency 0.53 ns
[hold_path] Hold Path Stages 2
[yosys] sequential-to-total area share from yosys stat 66.0%
[clocking] Clock Pin Slew Worst Setup and Hold Paths 0.06 ns
[clocking] Bufs on Longest Clock Path 3
[final_timing] setup repair after global routing missed its margin no
[final_timing] TNS Setup 0 ns
[final_timing] clock tree skew after final layout 0.00709 ns
[placed_design] final weighted congestion in routability-driven placement 0.879
[layout] layout overhead on the synthesized area 17.3%
[final_timing] Final Max-Slew Violation Tally 0
[worst_setup_path] CP startpoint kind input pin
[die] area of the core 0.0243 sq mm
[worst_setup_path] FF-to-FF path depth 3
[die] FP Rows 57
[final_timing] post-layout period usage of the worst path 74.4%
[final_timing] time the final worst path needs with I/O delays and setup 2.16 ns
[final_timing] final hold violation count 0
[placed_design] number of buffer cells added on primary ports 41
[routing] antenna-violating nets left 0
[final_timing] number of setup violations in the final report 0
[die] vertical die size 159 um
[placed_design] post-DP HPWL 19.5 mm
[hold_path] Min-Delay Path Class in -> reg
[global_routing] via count of the first global-routing pass 7324
[placed_design] cell count after placement 919
[yosys] synthesized chip area reported by yosys 0.0124 sq mm
[clocking] PostCTS Resize Cnt 0
[routing] DR vias/cell 6.34
[routing] post-route DRC violation count 0
[worst_setup_path] slowest stage delay, CP 0.55 ns
[routing] wirelength, routed 30.5 mm
[worst_setup_path] Max stage delay cell, worst path mux4_2
[clocking] H-tree Lvls 1
[die] chip width 159 um
[clocking] CTS tree done
[worst_setup_path] arrival time of data at the critical path endpoint 2.44 ns
[worst_setup_path] type of the setup path with the least slack in -> reg
[worst_setup_path] chain of cells forming the critical path buf_4 > buf_4 > mux4_2 > mux4_2 > mux2_2
[die] I/O pin cnt 42
[placed_design] worst setup slack before clock tree synthesis 0.163 ns
==> cells in the mapped netlist, drive strengths merged <==
| master | n |
|---|---|
| buf | 32 |
| nand3b | 5 |
| or3 | 1 |
| or3b | 3 |
| nand3 | 2 |
| edfxtp | 272 |
| mux2 | 16 |
| mux4 | 160 |
| nand2 | 1 |
| clkbuf | 7 |
| nor2 | 33 |
==> cells in the final DEF, fill, tap and decap left out, drive strengths merged <==
cell type	count
nand2	1
clkinvlp	2
nor2	33
mux2	16
or3	1
clkinv	14
nand3	2
buf	65
edfxtp	272
bufinv	4
clkdlybuf4s50	37
mux4	160
or3b	3
clkbuf	32
nand3b	5
==> report_power, final <==
part | switching [uW] | total (uW) | internal (uW) | leakage (uW)
registers | 34.8 | 4440 | 4400 | 0.00246
clock network | 1450 | 3620 | 2170 | 0.000461
logic | 326 | 720 | 395 | 0.00166
total | 1810 | 8780 | 6970 | 0.00459
==> per-stage QoR <==
step	hold slack, ns	instance area, sq um	utilization [%]
after global routing	0.873	14500	59.6
after detailed placement	0.989	13600	55.8
after CTS	0.849	14500	59.6
final	0.864	14500	59.6
after floorplan	0.679	12400	-
after global placement	0.978	13600	55.8
==> worst max-delay path: cells and delay by family <==
| kind | cells | cell delay, ns |
|---|---|---|
| buffers and inverters | 2 | 0.49 |
| muxes | 3 | 1.36 |
==> cell type report <==
cell class / count / area share [%]
Clock buffer: 32 / 5.08
Clock inverter: 20 / 1.37
Multi-Input combinational cell: 221 / 27.5
Sequential cell: 272 / 56.3
Tap cell: 324 / 2.80
Timing Repair Buffer: 102 / 6.92
==> state kept, by name, summed over array words and instances (netlist names) <==
name,cells
register_file,256
RD,8
RA,8
==> kinds of logic after synthesis <==
group | count (synthesis) | synth area share (%)
buffers and inverters | 39 | 1.69
flip-flops | 272 | 66.0
multiplexers | 176 | 30.6
AND/OR/NAND/NOR | 45 | 1.68
==> worst paths after layout <==
| check | end | slack (ns) |
|---|---|---|
| min reg2reg | RA[1] | 1.01 |
| max reg2reg | RD[7] | 0.92 |
| min | RD[0] | 0.86 |
| max | RA[7] | 0.74 |
==> per-layer routing <==
| metal | track usage [%] | wire, um | up-vias |
|---|---|---|---|
| met1 | 39.7 | 9810 | 3142 |
| met3 | 21.7 | 5260 | 45 |
| li1 | - | - | 2559 |
| met4 | 5.11 | 698 | 0 |
| met2 | 41.1 | 14700 | 406 |
| met5 | 0 | 0 | - |
Power and IR drop assume default switching activity.
